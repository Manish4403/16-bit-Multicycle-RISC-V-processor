$ cat ./run.sh
#!/bin/bash
# OpenROAD 26Q1-2900-gdf79404cd8, Yosys 0.63+post, stock flow scripts
make -C /OpenROAD-flow-scripts/flow DESIGN_CONFIG=/design/flow/config.mk WORK_HOME=/design/flow/orfs finish
$ cat ./config.mk
export PLATFORM = sky130hd
export DESIGN_NAME = Clock_divider
export DESIGN_NICKNAME = Clock_divider
export VERILOG_FILES = /design/flow/design.v
export SDC_FILE = /design/flow/constraint.sdc
export NUM_CORES = 4
export LEC_CHECK = 1
export CORE_AREA = 10 10 110 110
export DIE_AREA = 0 0 120 120
$ cat ./constraint.sdc
current_design Clock_divider

set clk_period 4.0
set clk_io_pct 0.2

create_clock -name clk0 -period $clk_period [get_ports {clk}]

set non_clock_inputs [all_inputs -no_clocks]
set_input_delay [expr $clk_period * $clk_io_pct] -clock clk0 $non_clock_inputs
set_output_delay [expr $clk_period * $clk_io_pct] -clock clk0 [all_outputs]
$ cat ./design.v
`timescale 1ns / 1ps
module Clock_divider(clk, rst, clock_1hz);
    input clk, rst;
    output reg clock_1hz;
    reg [25:0]count;
    always@(posedge clk) begin
        if(rst) begin
            count <= 26'd0;
            clock_1hz <= 26'd0;
            end
        else if(count == 26'd0) begin
            clock_1hz <= ~clock_1hz;
            count <= 26'd0;
            end
        else
            count <= count + 26'd1;
    end
endmodule
==> flow_summary.ini <==
; yosys + openroad results
[final_timing]
timing.final.crit_share_pct = 51.6
total_negative_slack_for_setup_checks_ns = 0
setup_violations = 0
final_max_slew_viols = 0
clock-skew-final_ns = 0.00645
worst_slew_pin_slew_ns = 0.333
timing_hold_violations_final = 0
period_minus_slack_ns = 2.06
max_clock_freq_mhz = 485
maxSlewHeadroom_pct = 77.6
grt_setup_unrepaired = false

[power]
power_density_mw_per_mm2 = 287
comb_power_share_pct = 0.9
pwr-share-seq_pct = 62.6
power.clock.fraction_pct = 36.6
power_leakage_nw = 0.369
power.share.switching_pct = 20.5
maximum_vdd_drop_v = 0.000133
p_int_mw = 0.343
p_switching_mw = 0.0885

[critical_path]
required_ns = 4.21
crit_buf_inv = 0
critical_path.startpoint_type = flip-flop
crit_path_top_delay_cell = sky130_fd_sc_hd__or4_4
path_delay_family = simple AND/OR/NAND/NOR gates
criticalPathCategory = reg -> reg
timing.critical_path.cells = nand3_4 > or4_4 > or4_1 > a21oi_1
timing.critical_path.arrival_ns = 2.27
critPathCaptureType = flip-flop
worst-path-stages = 4
cp_slowest_stage_delay_ns = 0.65
crit_path_max_fanout = 11
worst-r2r-cell-count = 4

[clock_network]
postCtsSetupBuffers = 0
tritoncts = done
post_cts.resized_instances = 0
clock_sink_count = 27
postCtsHoldBufs = 0
ctsHtreeMaxLevel = 1
cts_inserted_buffers = 3
clockRootBuffer = sky130_fd_sc_hd__clkbuf_8
clk_path_buf_depth = 2
cts.clk_slew.worst_paths_ns = 0.10
worst_skew_pair.late_latency_ns = 0.27

[logic_synthesis]
post_synth.cell_area_avg_sq_um = 8.43
synth.lib_cells_used.distinct = 28
syn-cell-area_sq_mm = 0.00128
synthesis_stage_register_bit_count = 27
yosys_warnings = 1
synthesis.instances = 152
synth-area-yosys_sq_mm = 0.00128
synth_seq_share_pct = 42.2
synth-cells-yosys = 152

[routing]
antenna_violating_nets_left = 0
drt-pass1-iter-count = 4
via_count_of_the_routed_design = 1046
diodes = 0
post-route-drc-count = 0
avgViaCountPerCell = 3.64
initialDrtViolationCount = 51
avgRoutedWirePerCell_um = 8.84
routed_wire_length_mm = 2.54

[placement]
dp_hpwl_mm = 1.78
port_buffers = 2
gp_congestion = 0.830

[finish]
final_layout_size_suffix_gt1_share_pct = 7.14
fillers = 1108
layout.cells.most_common_list = sky130_fd_sc_hd__dfxtp_1, sky130_fd_sc_hd__nor2_1, sky130_fd_sc_hd__xnor2_1, sky130_fd_sc_hd__nand2_1, sky130_fd_sc_hd__a21oi_1
post-route-util_pct = 15.3
comb_area_sq_um = 691
final_layout_top_logic_cell = sky130_fd_sc_hd__dfxtp_1
register_area_sq_um = 541
layout-area-overhead-vs-synth_pct = 17.1

[hold_path]
min_delay_worst_type = reg -> reg
worst_hold_path_cells = 2

[job]
warnings = 26
max_cap_violations = 0

[die]
fp_util_pct = 13.1
die_span_y_um = 120
placeableCoreArea_sq_mm = 0.00977
num_rows = 36
die_width_um = 120
top_level_ports = 3
chip_area_sq_mm = 0.0144

[global_route]
number_of_global_route_vias_before_repair = 882
grt_first_pass_wirelength_mm = 4.26
grt.overflow.total = 0
number_of_antenna_violations_at_the_first_check_in_global_routing = 0
grt_util_all_layers_pct = 3.44
grt_start_max_net_pins = 17

[status]
run_status = completed
[per-layer routing]
layer	vias up	part of all wire [%]	global-route usage, %
li1	549	-	-
met1	481	51	4.93
met2	16	45	5.47
met3	0	4.0	0.857
met4	0	0	0
met5	-	0	0
[stage by stage]
stage / cells / worst slack, ns / area (sq um) / hold slack [ns] / power (mW)
CTS: 287 / 1.93 / 1500 / 0.495 / 0.437
global route: 287 / 1.82 / 1500 / 0.530 / 0.448
finish: 287 / 1.94 / 1500 / 0.494 / 0.431
floorplan: 152 / 2.08 / 1280 / 0.439 / 0.277
global placement: 283 / 1.98 / 1450 / 0.468 / 0.280
detailed placement: 283 / 1.98 / 1450 / 0.478 / 0.280
[worst paths after layout]
path	start	end	slack, ns
worst max-delay path	count[2]	count[25]	1.94
worst min-delay path	count[25]	count[25]	0.49
worst max register to register	count[2]	count[25]	1.94
worst min register to register	count[25]	count[25]	0.49
[cell type report]
cell class                      count  share of cell area (%)
Timing Repair Buffer                4                    2.34
Tap cell                          133                    11.1
Clock buffer                        3                    2.75
Sequential cell                    27                    36.0
Multi-Input combinational cell    114                    46.0
Clock inverter                      1                   0.500
Inverter                            5                    1.25
[tightest hold or removal path, cell delays in order, from the launching register on]
cell	delay, ns
sky130_fd_sc_hd__dfxtp_1	0.33
sky130_fd_sc_hd__o31ai_1	0.06
sky130_fd_sc_hd__a21oi_1	0.06
[cells by family after synthesis]
family / Yosys count / share of synthesized area (%)
AND-OR/OR-AND: 23 / 9.77
XOR/XNOR: 14 / 9.57
adder cells (fa/ha/maj): 2 / 1.95
buffers and inverters: 11 / 3.91
flip-flops: 27 / 42.2
AND/OR/NAND/NOR: 75 / 32.6
[power groups by stage]
| stage | sequential (mW) | clock, mW | combinational (mW) |
|---|---|---|---|
| CTS | 0.270 | 0.164 | 0.00391 |
| global route | 0.270 | 0.174 | 0.00407 |
| finish | 0.270 | 0.158 | 0.00367 |
[cell usage after synthesis (all sizes together)]
cell,n,share of area (%)
nand4,9,4.9
nor2,20,5.9
nand2,11,3.2
o21bai,1,0.59
or2,1,0.49
nor4,8,3.9
clkbuf,4,1.2
buf,2,1.3
ha,2,2.0
or3,8,3.9
a21oi,11,4.3
o31ai,3,1.8
nor4b,1,0.68
xor2,2,1.4
nand3,6,3.7
nor3,4,1.6
or4,5,3.2
xnor2,12,8.2
and3,1,0.49
and4,1,0.68
inv,5,1.5
o21ai,8,3.1
dfxtp,27,42
[state kept, by name, summed over array words and instances, names as in the netlist]
register   flops
count         26
clock_1hz      1
Power and IR drop assume default switching activity.
