`/design/flow/run.sh`:
```
#!/bin/bash
# OpenROAD 26Q1-2900-gdf79404cd8, Yosys 0.63+post, stock flow scripts
make -C /OpenROAD-flow-scripts/flow DESIGN_CONFIG=/design/flow/config.mk WORK_HOME=/design/flow/orfs finish
```
`/design/flow/config.mk`:
```
export PLATFORM = sky130hd
export DESIGN_NAME = RISC_V
export DESIGN_NICKNAME = RISC_V
export VERILOG_FILES = /design/flow/design.v
export SDC_FILE = /design/flow/constraint.sdc
export NUM_CORES = 4
export LEC_CHECK = 1
export CORE_UTILIZATION = 50
```
`/design/flow/constraint.sdc`:
```
current_design RISC_V

set clk_period 18.6
set clk_io_pct 0.2

create_clock -name clk0 -period $clk_period [get_ports {clk}]

set non_clock_inputs [all_inputs -no_clocks]
set_input_delay [expr $clk_period * $clk_io_pct] -clock clk0 $non_clock_inputs
set_output_delay [expr $clk_period * $clk_io_pct] -clock clk0 [all_outputs]
```
`/design/flow/design.v`:
```
`timescale 1ns/1ps
module ALU(ALUControl, a, b, zero, less_greater, w);
    parameter N = 16;
    input [2:0] ALUControl;
    input signed [N-1:0] a, b;
    output zero, less_greater;
    output reg signed [N-1:0] w;
    always @(a or b or ALUControl) begin
        case (ALUControl)
            3'b000   :  w = a + b;
            3'b001   :  w = a - b;
            3'b010   :  w = a & b;
            3'b011    :  w = a | b;
            3'b101   :  w = $signed(a) < $signed(b) ? 16'd1 : 16'd0;
            3'b100   :  w = a ^ b;
            default:  w = {N{1'bz}};
        endcase
    end
    assign zero = (~|w);
    assign less_greater = |w;
endmodule
`timescale 1ns/1ps
module ALU_Controller(func3, Branch_funct, ALUOp, ALUControl);
    input [2:0] func3;
    input [1:0] Branch_funct;
    input [1:0] ALUOp;  
    output reg [2:0] ALUControl;
    always @(ALUOp or func3 or Branch_funct)begin
        case (ALUOp)
            2'b00   : ALUControl <= 3'b000;
            2'b01   : ALUControl <= 
                        (Branch_funct == 2'b00) ? 3'b001:
                        (Branch_funct == 2'b01) ? 3'b001:
                        (Branch_funct == 2'b10) ? 3'b101: 3'bzzz;
            2'b10   : ALUControl <= 
                        (func3 == 3'b000) ? 3'b000:
                        (func3 == 3'b001)  ? 3'b001:
                        (func3 == 3'b111) ? 3'b010:
                        (func3 == 3'b110) ? 3'b011:
                        (func3 == 3'b010) ? 3'b101 : 3'bzzz;
            2'b11   : ALUControl <= 3'b000;
            default: ALUControl <= 3'b000;
        endcase
    end
endmodule
module BranchController(Branch_funct, branch, less_greater, zero, w);
    input branch, zero, less_greater;
    input [1:0] Branch_funct;
    output reg w;
    always @(Branch_funct, zero, less_greater, branch) begin
        case (Branch_funct)
            2'b00   : w <= branch && zero;
            2'b01   : w <= branch && ~zero;
            2'b10   : w <= branch && less_greater;
            default: w <= 1'b0;
        endcase
    end
endmodule
`timescale 1ns/1ps
module RISC_V_Datapath(clk, rst, PCWrite, adrSrc, memWrite,
                    IRWrite, resultSrc, ALUControl,
                    ALUSrcA, ALUSrcB, immSrc, regWrite,
                    op, func3, Branch_funct, zero, less_greater, funct7,
                    User_in, User_read);
    input clk, rst, PCWrite, adrSrc, memWrite, IRWrite, regWrite;
    input [1:0] resultSrc, ALUSrcA, ALUSrcB;
    input [2:0] ALUControl;
    input [2:0] immSrc;
    input [5:0] User_in;
    output[15:0] User_read;
    output [2:0] op;
    output [2:0] func3;
    output [1:0] Branch_funct;
    output  zero, less_greater, funct7;
    wire [15:0] Adr, PC, ReadData, OldPC;
    wire [15:0] ImmExt, instr, Data;
    wire [15:0] RD1, RD2, A, B, SrcA, SrcB;
    wire [15:0] ALUResult, ALUOut, Result;
    CRegister  PCR  (.in(Result),    .en(PCWrite), .rst(rst), .clk(clk), .out(PC));
    CRegister OldPCR(.in(PC),        .en(IRWrite), .rst(rst), .clk(clk), .out(OldPC));
    CRegister  IR   (.in(ReadData),  .en(IRWrite), .rst(rst), .clk(clk), .out(instr));
    CRegister MDR   (.in(ReadData),  .en(1'b1),    .rst(rst), .clk(clk), .out(Data));
    CRegister AR    (.in(RD1),       .en(1'b1),    .rst(rst), .clk(clk), .out(A));
    CRegister BR    (.in(RD2),       .en(1'b1),    .rst(rst), .clk(clk), .out(B));
    CRegister ALUR  (.in(ALUResult), .en(1'b1),    .rst(rst), .clk(clk), .out(ALUOut));
    Mux2to1 AdrMux(.slc(adrSrc),    .a(PC),     .b(Result), .w(Adr));
    Mux4to1 AMux     (.slc(ALUSrcA),   .a(PC),     .b(OldPC),  .c(A),         .d(16'd0),  .w(SrcA));
    Mux4to1 BMux     (.slc(ALUSrcB),   .a(B),      .b(ImmExt), .c(16'd2),     .d(16'd0),  .w(SrcB));
    Mux4to1 ResultMux(.slc(resultSrc), .a(ALUOut), .b(Data),   .c(ALUResult), .d(ImmExt), .w(Result));
    ImmExtension Extend(
        .immSrc(immSrc), .data({instr[15], instr[11:0]}), .w(ImmExt)
    );
    ALU ALU_Instance(
        .ALUControl(ALUControl), .a(SrcA), .b(SrcB), 
        .zero(zero), .less_greater(less_greater), .w(ALUResult)
    );
    Memory DM(
        .memAdr(Adr[5:0]), .writeData(B), .clk(clk), 
        .memWrite(memWrite), .readData(ReadData),
        .User_in_check(User_in), .User_readData(User_read)
    );
    RegisterFile RF(
        .clk(clk), 
        .regWrite(regWrite),
        .writeData(Result), 
        .readData1(RD1), .readData2(RD2),
        .readRegister1(instr[5:3]), 
        .readRegister2(instr[8:6]),
        .writeRegister(instr[11:9])
    );
    assign funct7 = instr[15]; 
    assign op = instr[14:12];
    assign func3 = instr[2:0];
    assign Branch_funct = instr[11:10];
endmodule
`timescale 1ns/1ps
module CRegister(in, en, rst, clk, out);
    parameter N = 16;
    input [N-1:0] in;
    input en, clk, rst;
    output reg [N-1:0] out;
    always @(posedge clk or posedge rst) begin
        if (rst)
            out <= {N{1'b0}};
        else if (en)
            out <= in;
    end
endmodule
`timescale 1ns/1ps
module ImmExtension(immSrc, data, w);
    input [2:0] immSrc;
    input [12:0] data;
    parameter [2:0] L_T = 3'b000, S_T = 3'b001,
                    B_T = 3'b010, J_T = 3'b011,
                    I_T = 3'b100;
    output reg [15:0] w;
    always @(immSrc, data) begin
        case (immSrc)
            L_T   : w <= {{9{data[12]}},data[12], data[8:6] , data[2:0]};
            S_T   : w <= {{19{data[12]}},data[12], data[5:0]};
            J_T   : w <= {{3{data[12]}},data[12], data[11:0]};
            B_T   : w <= {{11{data[12]}}, data[12], data[9], data[2:0]};
            I_T   : w <= {{9{data[12]}},data[12], data[8:6], data[2:0]};
            default: w <= 16'dx;
        endcase
    end
endmodule
`timescale 1ns/1ps
module Memory(clk , memWrite, memAdr, writeData, readData, User_in_check, User_readData);
  input clk,  memWrite;
  input [15:0] writeData; 
  input [5:0] memAdr;
  input [5:0] User_in_check;
  output [15:0] readData;
  output [15:0] User_readData;
  reg [15:0] memData[0:50];
  integer i;
  initial begin
    for(i = 1; i <= 50 ; i = i+2) begin
      memData[i] = i; 
      end
     memData[0] =  16'h52c6;  
     memData[2] = 16'h1408;  
     memData[4] = 16'h5641;  
     memData[6] = 16'h520a;  
     memData[8] = 16'h1808;   
     memData[10] = 16'h3914;  
     memData[12] = 16'h4004;   
     memData[14] = 16'h5420;  
     memData[16] = 16'hd7df;  
     memData[18] = 16'hB4c4;  
     memData[20] = 16'h0a10;  
     memData[22] = 16'h2c9c;  
     memData[24] = 16'h4000;  
     memData[26] = 16'd0;
     memData[28] = 16'd0;
     memData[30] = 16'd3;
     memData[32] = 16'd1;
     memData[34] = 16'd7;
     memData[36] = 16'd2;
     memData[38] = 16'd9;
     memData[40] = 16'd5;
     memData[42] = 16'd8;
     memData[44] = 16'd6;
     memData[46] = 16'd4;
     memData[48] = 16'd0;
  end
  always @(posedge clk)
    begin
          if (memWrite == 1 ) begin
              memData[memAdr] = writeData;   
	end          
    end
  assign readData = memData[memAdr];  
  assign User_readData = memData[User_in_check];
endmodule
`timescale 1ns/1ps
module MainController(clk, rst, op,
                      PCUpdate, adrSrc, memWrite, branch,
                      IRWrite, resultSrc, ALUOp, 
                      ALUSrcA, ALUSrcB, immSrc, regWrite, jump);
    input [2:0] op;
    input clk, rst;
    output reg [1:0]  resultSrc, ALUSrcA, ALUSrcB, ALUOp;
    output reg [2:0] immSrc;
    output reg adrSrc, regWrite, memWrite, PCUpdate, branch, IRWrite, jump;
    parameter [2:0] R_T = 3'b000, L_T = 3'b001,
                    S_T = 3'b010, B_T = 3'b011,
                    J_T = 3'b100, I_T = 3'b101;
    reg [11:0] pstate;
    reg [11:0] nstate;
    always @(*) begin
        case (pstate)
            12'b000000000001   : nstate = 12'b000000000010;
            12'b000000000010  : nstate =  (op == L_T)    ? 12'b000000000100     :
                                 (op == R_T)    ? 12'b000000010000     :
                                 (op == B_T)    ? 12'b000001000000     :                                   
                                 (op == J_T)    ? 12'b000000001000     :
                                 (op == S_T)    ? 12'b000010000000     : 
                                 (op == I_T)    ? 12'b100000000001     :12'b000000000001;   
            12'b100000000001 : nstate = 12'b000000100000;
            12'b000000000100 : nstate = 12'b001000000001;
            12'b000000010000 : nstate = 12'b000000100000;
            12'b000000100000: nstate = 12'b000000000001;
            12'b000001000000 : nstate = 12'b000000000001;
            12'b000000001000 : nstate = 12'b000000000001;
            12'b000010000000 : nstate = 12'b000100000000;
            12'b000100000000: nstate = 12'b000000000001;
            12'b001000000001: nstate = 12'b010000000001;
            12'b010000000001 : nstate = 12'b000000000001;
            default: nstate = 12'b000000000001;
        endcase
    end
    always @(pstate) begin
        {resultSrc, memWrite, ALUOp, ALUSrcA, ALUSrcB, immSrc, 
                regWrite, PCUpdate, branch, IRWrite, jump, adrSrc} = 18'b0;
        case (pstate)
            12'b000000000001 : begin
                IRWrite   = 1'b1;
                adrSrc    = 1'b0;
                ALUSrcA   = 2'b00;
                ALUSrcB   = 2'b10;
                ALUOp     = 2'b00;
                resultSrc = 2'b10;
                PCUpdate  = 1'b1;
            end
            12'b000000000010: begin
                ALUSrcA   = 2'b01;
                ALUSrcB   = 2'b01;
                ALUOp     = 2'b00;
                immSrc    = 3'b010;
            end
            12'b100000000001: begin 
                ALUSrcA   = 2'b10;
                ALUSrcB   = 2'b01;
                immSrc    = 3'b100;
                ALUOp     = 2'b11;
            end
            12'b000000000100: begin 
                ALUSrcA   = 2'b10;
                ALUSrcB   = 2'b01;
                immSrc    = 3'b000;
                ALUOp     = 2'b11;
            end
            12'b001000000001: begin
                resultSrc = 2'b00;
                adrSrc    = 1'b1;
            end
            12'b010000000001: begin
                resultSrc = 2'b01;
                regWrite  = 1'b1;
            end
            12'b000000010000: begin
                ALUSrcA   = 2'b10;
                ALUSrcB   = 2'b00;
                ALUOp     = 2'b10;
            end
            12'b000001000000: begin
                ALUSrcA   = 2'b10;
                ALUSrcB   = 2'b00;
                ALUOp     = 2'b01;
                resultSrc = 2'b00;
                branch    = 1'b1;
            end
            12'b000000001000: begin
                ALUSrcA   = 2'b01;
                ALUSrcB   = 2'b01;
                ALUOp     = 2'b00;
                resultSrc = 2'b10;
                immSrc    = 3'b011;
                jump      = 1'b1;
            end
            12'b000010000000: begin
                ALUSrcA   = 2'b10;
                ALUSrcB   = 2'b01;
                ALUOp     = 2'b00;
                immSrc    = 3'b001;
            end
            12'b000100000000: begin
                resultSrc = 2'b00;
                adrSrc    = 1'b1;
                memWrite  = 1'b1;
            end
            12'b000000100000: begin
                resultSrc = 2'b00;
                regWrite  = 1'b1;
            end
        endcase
    end
    always @(posedge clk or posedge rst) begin
        if (rst)
            pstate <= 12'b000000000001;
        else
            pstate <= nstate;
    end
endmodule
`timescale 1ns/1ps
module Mux2to1(slc, a, b, w);
    parameter N = 16;
    input slc;
    input [N-1:0] a, b;
    output [N-1:0] w;
    assign w = ~slc ? a : b;
endmodule
`timescale 1ns/1ps
module Mux4to1(slc, a, b, c, d, w);
    parameter N = 16;
    input [1:0] slc;
    input [N-1:0] a, b, c, d;
    output reg [N-1:0] w;
    always @(a or b or c or d or slc) begin
        case (slc)
            2'b00  : w <= a;
            2'b01  : w <= b;
            2'b10  : w <= c;
            2'b11  : w <= d;
            default: w <= {N{1'bz}};
        endcase
    end
endmodule
`timescale 1ns/1ps
module RISC_V(clk, rst, User_in, User_read);
    input clk, rst;
    input [5:0] User_in;  
    wire [2:0] func3, ALUControl;
    wire[2:0] immSrc;
    output [15:0] User_read;  
    wire zero, less_greater, PCSrc, memWrite, 
         regWrite, ALUSrc, PCWrite, adrSrc, IRWrite, funct7;
    wire [1:0] resultSrc, ALUSrcA, ALUSrcB, Branch_funct;
    wire [2:0] op; 
    RISC_V_Controller CU(
        .clk(clk), .rst(rst), .op(op), 
        .func3(func3), .immSrc(immSrc), .zero(zero), 
        .less_greater(less_greater), .PCWrite(PCWrite),
        .adrSrc(adrSrc), .memWrite(memWrite), 
        .IRWrite(IRWrite), .resultSrc(resultSrc), 
        .ALUControl(ALUControl), .ALUSrcA(ALUSrcA),
        .ALUSrcB(ALUSrcB), .regWrite(regWrite),
        .Branch_funct(Branch_funct)
    );
    RISC_V_Datapath DP(
        .clk(clk), .rst(rst), .less_greater(less_greater),
        .PCWrite(PCWrite), .adrSrc(adrSrc),
        .memWrite(memWrite), .IRWrite(IRWrite), 
        .resultSrc(resultSrc), .immSrc(immSrc), 
        .ALUControl(ALUControl), .op(op),
        .ALUSrcA(ALUSrcA), .func3(func3),
        .ALUSrcB(ALUSrcB), .zero(zero),
        .regWrite(regWrite), .Branch_funct(Branch_funct), .funct7(funct7),
        .User_in(User_in), .User_read(User_read)
    );
endmodule
`timescale 1ns/1ps
module RISC_V_Controller(clk, rst, op, func3, Branch_funct, zero,less_greater,
                    PCWrite, adrSrc, memWrite,
                    IRWrite, resultSrc, ALUControl,
                    ALUSrcA, ALUSrcB, immSrc, regWrite);
    input [2:0] op;
    input [2:0] func3;
    input [1:0] Branch_funct;
    input clk, rst, zero, less_greater;
    output PCWrite, adrSrc, memWrite, IRWrite, regWrite;
    output [1:0] resultSrc, ALUSrcA, ALUSrcB;
    output [2:0] ALUControl;
    output [2:0] immSrc;
    wire PCUpdate, branch, Branch_out, jump;
    wire[1:0] ALUOp;
    MainController mainController(
        .clk(clk), .rst(rst), .op(op),
        .PCUpdate(PCUpdate),
        .adrSrc(adrSrc), .memWrite(memWrite),
        .branch(branch), .resultSrc(resultSrc),
        .ALUSrcA(ALUSrcA), .ALUSrcB(ALUSrcB),
        .immSrc(immSrc), .regWrite(regWrite),
        .IRWrite(IRWrite), .ALUOp(ALUOp), .jump(jump)
    );
    ALU_Controller ALUController(
        .func3(func3),  .ALUOp(ALUOp), .ALUControl(ALUControl), .Branch_funct(Branch_funct)
    );    
    BranchController Branch_Control(
                                    .Branch_funct(Branch_funct), .branch(branch), .less_greater(less_greater), .zero(zero), .w(Branch_out)
                                    );
    assign PCWrite = (PCUpdate | Branch_out | jump); 
endmodule
`timescale 1ns/1ps
module RegisterFile(clk, regWrite,
                    readRegister1, readRegister2,
                    writeRegister, writeData,
                    readData1, readData2);
    parameter WordLen = 16;
    parameter WordCount = 16;
    input regWrite, clk;
    input [2:0] readRegister1, readRegister2, writeRegister;
    input [WordLen-1:0] writeData;
    output [WordLen-1:0] readData1, readData2;
    integer i;
    reg [WordLen-1:0] registerFile [0:(WordCount /2)-1];
    initial begin
        for(i = 1; i <= 7; i = i + 1) begin
            registerFile[i] = 16'd0;
            end
        registerFile[0] = 16'h0;  
         end
    always @(posedge clk) begin
        if (regWrite)
            registerFile[writeRegister] <= writeData;
    end
    assign readData1 = registerFile[readRegister1];
    assign readData2 = registerFile[readRegister2];
endmodule
```
==> deck_impl_summary.md <==
Flow Results at a Glance

Hold path
  – Min-Delay Path Class: reg2reg
  – Hold path startpoint: CU.mainController.pstate[2]

Critical path
  – Crit end category: output port
  – R2r startpoint: CU.mainController.pstate[9]
  – Crit-path max FO: 78
  – R2r setup slk: 9.13 ns
  – Start point of the critical path: User_in[0]
  – Critical Path RT: 14.88 ns
  – Critical path startpoint category: input pin
  – Crit path DAT: between 7 and 8 ns
  – Critical Setup Path Class: in2out

Route
  – Initial drt markers: approximately 2800
  – Drt via density: roughly 7
  – Total wire length: 184 mm
  – Residual DRC: 0
  – Drt first pass iters: 6
  – Antenna Nets Post-Route: 0
  – Routed vias: roughly 37000
  – Routed WL per cell: between 30 and 40 um

Timing
  – Actual slew at the worst max-slew pin: between 1 and 1.5 ns
  – Fmax achieved: 86.2 MHz
  – Endpoints failing setup: 0
  – Tmin final: 11.60 ns
  – Normalized max-slew margin: 21.6%
  – Post-route clock skew: roughly 0.069 ns
  – Fin Hold WS: roughly 0.43 ns
  – RSZ-0062 raised after global routing: no
  – Setup TNS Final: 0 ns
  – Final cycle utilization of the critical path: between 60% and 70%
  – Final hold violations: 0
  – Slew Limit Fails: 0

Power and ir drop
  – Sw frac: between 20% and 30%
  – P_int: about 4.0 mW
  – Clock power share: between 40 and 50%
  – Leak Pwr: approximately 17 nW
  – Switching power: around 1 mW
  – Reg power frac: around 52%
  – Max VDD drop: about 100 uV
  – Pwr Density: just over 80 nW/um^2
  – Part of the power in combinational logic: under 10%

Synthesis
  – Seq share, synth: ~58%
  – Post-synth top area cell: edfxtp_1
  – Synth Instances: around 4000
  – Main area contributors after synthesis: edfxtp_1 52%, mux4_2 14%, dfrtp_1 5.7%
  – Post-synthesis register bit count: about 1100
  – Post-Syn Area: ~54000 um^2
  – # Cells Yosys: 3920
  – Post-synth ARST share: approximately 12%
  – Yosys Chip Area: between 50000 and 60000 um^2
  – Synth cell types: approximately 100
  – Synth top area share: 52.4%
  – Main flop type after synthesis: edfxtp_1
  – Synthesized area per cell: 13.8 um^2
  – YS warnings: 13
  – Post-synth EDFFs: around 940

Clock tree
  – Clock-pin slew on the worst setup and hold paths: approximately 0.060 ns
  – CTS Root Cell: clkbuf_16
  – CTS Sinks: about 1100
  – Number of buffers created by CTS: ~110
  – Clock latency (worst-skew pair): 0.73 ns
  – Clock buffer depth: 3
  – Post-CTS setup buffer count: 0
  – Post-CTS Hold Fix Bufs: 0
  – CTS tree: done
  – Post-CTS Resized: 0
  – H-Tree Depth: 3

Die
  – Fp util: about half
  – Die Ht: between 300 and 400 um
  – Cell Rows: between 100 and 150
  – Chip Width: roughly 330 um
  – Ports: 24
  – Core footprint: about 110000 um^2
  – Chip Area: around 110000 um^2

Placed design
  – Post-DP HPWL: 111 mm
  – Placed insts: between 5000 and 6000
  – GP Congestion: about 0.99
  – Count of input and output buffers: 23

Status
  – Status: completed

GRT
  – Initial antenna violation count: 8
  – First-pass GRT wire length: about 260 mm
  – Largest net degree at the start of global routing: between 100 and 150
  – Grt ovf: 0
  – Total track usage: ~38%
  – Vias in the first global route: between 30000 and 40000

Layout
  – Layout Cells excl Fill: 5413
  – Most frequent logic cell in the layout: edfxtp_1
  – Top Layout Cells: 944 x edfxtp_1, 421 x nand2_1, 337 x mux4_2
  – Fraction of final layout cells sized beyond drive strength 1: between 20% and 30%
  – Area Growth Syn to Fin: 11.6%

Flow run
  – Max-Cap Viols: 0
  – OpenROAD warning count: between 60 and 70
==> stage by stage <==
step	worst slack, ns	utilization, %	total power [mW]	cell area (um^2)
after floorplan	8.38	-	2.68	54100
after global placement	7.03	52.7	2.70	56500
after detailed placement	7.01	52.7	2.70	56500
after CTS	6.99	56.3	4.99	60300
after global routing	6.73	56.3	5.07	60300
final	7.00	56.3	4.96	60300
==> cell usage after synthesis, drive strengths merged (5+ instances only) <==
library cell	n
nand2b	16
a211o	40
a21oi	88
a311o	8
mux4	337
a21boi	12
nor3	26
a22oi	99
clkbuf	258
a311oi	14
or4	5
o211ai	57
nand4	58
o21ai	84
a221o	5
nor2	156
a31o	7
o22ai	42
mux2i	130
or3	21
nor2b	6
o31ai	21
a21o	10
mux2	54
and2	12
dfrtp	123
a22o	24
ha	54
edfxtp	944
or2	8
o21a	8
a41oi	16
nand3	229
a221oi	48
nor4	6
and3	92
o221ai	11
nand2	422
buf	79
a31oi	70
a2111oi	6
a211oi	93
inv	61
==> per-layer routing <==
metal,global-route usage [%],routed length [um],up-vias
met5,2.57,379,-
met4,17.5,11800,22
met3,27.9,33100,604
met2,52.3,81900,2772
met1,44.8,56800,18100
li1,-,-,15800
==> power by group through the flow <==
stage | Combinational, mW | Clock, mW | Sequential, mW
4_1_cts | 0.0729 | 2.34 | 2.57
5_1_grt | 0.0777 | 2.42 | 2.57
6_report | 0.0726 | 2.32 | 2.57
==> path summary, 6_finish.rpt <==
check                                         endpoint  depth (start not counted)
max                                      User_read[13]                          7
min                        CU.mainController.pstate[1]                          0
max reg2reg                               DP.IR.out[4]                         23
min reg2reg                CU.mainController.pstate[1]                          0
max in group asynchronous                 DP.BR.out[1]                          3
min in group asynchronous                DP.AR.out[10]                          2
==> cell type report <==
type / count / area [um^2]
diodes: 2 / 5.00
clock inverters: 71 / 774
clock buffers: 144 / 3060
well taps: 1403 / 1760
multi-input cells: 2453 / 21400
inverters: 62 / 238
fillers: 8342 / 46900
repair buffers: 210 / 1670
flip-flops and latches: 1068 / 31500
==> registers in the layout (all words and copies together) (netlist names) <==
register / count
DP.BR.out: 16
DP.IR.out: 16
DP.AR.out: 16
DP.RF.registerFile: 128
DP.MDR.out: 16
CU.mainController.pstate: 12
DP.ALUR.out: 16
DP.PCR.out: 16
DP.DM.memData: 816
DP.OldPCR.out: 16
==> cells by family after synthesis <==
group                      Yosys count  synth area share [%]
adders and majority gates           56                  1.32
DFF                               1068                  58.2
AOI/OAI and AO/OA                  797                  10.6
buffers and inverters              399                  2.87
xor gates and xnor gates             6                0.0972
and+or+nand+nor                   1073                  9.29
muxes                              521                  17.6
==> worst max-delay path, cell delays in order <==
cell	delay [ns]
buf_8	0.49
buf_12	0.59
buf_4	0.72
mux4_2	0.58
mux4_2	0.58
mux4_2	0.56
clkdlybuf4s50_1	0.43
Power figures rest on the tool's default switching activity, not on a simulated workload.
